==> ./design.v <==
module uart_2bit_tx (
    input            sys_clk, sys_reset,        
    input            uart_start,                
    input            in1, in2,                  
    output reg       uart_txd,                  
    output reg       tx_state, tx_enable
);
    reg       uart_done;                                  
    reg[1:0]  tx_data;                                    
    reg[2:0]  bit_cnt;
    reg[9:0]  clk_cnt_1;
    reg[9:0]  clk_cnt_2;
    reg[2:0]  period_cnt;                                 
always@(posedge sys_clk or posedge sys_reset) begin       
    if(sys_reset)begin
      tx_data <= 2'b 00;
    end
    else if(tx_enable)begin
      tx_data[0]  <= in1;
      tx_data[1]  <= in2;
    end
    else begin
      tx_data <= tx_data;
    end
end
always@(posedge sys_clk or posedge sys_reset) begin       
    if(sys_reset)begin
      clk_cnt_2  <= 10'b 0000000000;
      period_cnt <= 3'b 000;
      tx_enable  <= 1'b 0;
    end
    else if(uart_start == 1'b 1)begin
      if(clk_cnt_2 < 10'b 1000111111)begin
        clk_cnt_2 <= clk_cnt_2 + 10'b 0000000001;
        period_cnt <= period_cnt;
      end
      else begin
        if(period_cnt == 3'b 000)begin
          tx_enable <= 1'b 1;
          clk_cnt_2 <= 10'b 0000000000;
          period_cnt <= period_cnt + 3'b 001;
        end
        else if(period_cnt == 3'b 001)begin
          tx_enable <= 1'b 0;
          clk_cnt_2 <= 10'b 0000000000;
          period_cnt <= period_cnt + 3'b 001;
        end
        else begin
          clk_cnt_2 <= 10'b 0000000000;
          period_cnt <= period_cnt + 3'b 001;
        end
      end
    end
    else begin
      tx_enable <= 1'b 0;
      clk_cnt_2 <= 10'b 0000000000;
      period_cnt <= 3'b 000;
      tx_state <= 1'b 0;
      uart_txd <= 1'b 1;
      tx_data <= 2'b 00;
    end
end
always@(posedge sys_clk or posedge sys_reset) begin       
    if(sys_reset)begin
      tx_state <= 1'b 0;
    end
    else if(tx_enable)begin
      tx_state <= 1'b 1;
    end
    else if((bit_cnt == 3'b 011) && (clk_cnt_1 == 10'b 1000111111))begin
      tx_state <= 1'b 0;
    end
    else begin
      tx_state <= tx_state;
    end
end
always@(posedge sys_clk or posedge sys_reset) begin       
    if(sys_reset)begin
      bit_cnt <= 3'b 000;
      clk_cnt_1 <= 10'b 0000000000;
    end
    else if(tx_state)begin                                
      if(clk_cnt_1 < 10'b 1000111111)begin                
        clk_cnt_1 <= clk_cnt_1 + 10'b 0000000001;
        bit_cnt <= bit_cnt;
      end
      else begin                                          
        clk_cnt_1 <= 10'b 0000000000;
        bit_cnt <= bit_cnt + 3'b 001;
      end
    end
    else begin
      bit_cnt <= 3'b 000;
      clk_cnt_1 <= 10'b 0000000000;
    end
end
always@(posedge sys_clk or posedge sys_reset) begin       
    if(sys_reset)begin
      uart_txd <= 1'b 1;
    end
    else if(tx_state)begin
      if(clk_cnt_1 == 10'b 0000000001)begin
        case(bit_cnt)
          3'b 000: uart_txd <= 1'b 0;                   
          3'b 001: uart_txd <= tx_data[0];
          3'b 010: uart_txd <= tx_data[1];
          3'b 011: uart_txd <= 1'b 1;                   
          default: uart_txd <= 1'b 0;  
        endcase
      end
      else begin
        uart_txd <= uart_txd;
      end
    end
    else begin
      uart_txd <= uart_txd;
    end
end
always@(posedge sys_clk or posedge sys_reset) begin       
    if(sys_reset)begin
      uart_done <= 1'b 0;
    end
    else if((bit_cnt == 3'b 011) && (clk_cnt_1 == 10'b 1000111111))begin
      uart_done <= 1'b 1;
    end
    else begin
      uart_done <= 1'b 0;
    end
end
endmodule
==> ./config.mk <==
export PLATFORM = sky130hd
export DESIGN_NAME = uart_2bit_tx
export DESIGN_NICKNAME = uart_2bit_tx
export VERILOG_FILES = /design/flow/design.v
export SDC_FILE = /design/flow/constraint.sdc
export NUM_CORES = 4
export LEC_CHECK = 1
export CORE_AREA = 10 10 90 90
export DIE_AREA = 0 0 100 100
==> ./run.sh <==
#!/bin/bash
# OpenROAD 26Q1-2900-gdf79404cd8, Yosys 0.63+post, stock flow scripts
make -C /OpenROAD-flow-scripts/flow DESIGN_CONFIG=/design/flow/config.mk WORK_HOME=/design/flow/orfs finish
==> ./constraint.sdc <==
current_design uart_2bit_tx

set clk_period 2.2
set clk_io_pct 0.2

create_clock -name clk0 -period $clk_period [get_ports {sys_clk}]

set non_clock_inputs [all_inputs -no_clocks]
set_input_delay [expr $clk_period * $clk_io_pct] -clock clk0 $non_clock_inputs
set_output_delay [expr $clk_period * $clk_io_pct] -clock clk0 [all_outputs]
==> results.yml <==
# implementation run metrics
synth:
  synth-edff-count: 0
  seq_area_frac_synth: 0.484
  ys.warnings.count: 7
  netlist_area_um2: 723
  synth_cells: 72
  async_flop_share: 1.00
  ys_ff: 14
  synth_cell_types: 26
  synth.avg_cell_area_um2: 10.0
  ys_dominant_reg_cell: "dfrtp_1"
  yosysChipArea_um2: 723
  ys_cells: 72
clocking:
  cts_buffers: 3
  cts_tree: "yes"
  cts_sinks: 14
  cts_max_path_buffers: 2
  postCtsHoldBufs: 0
  post_cts_buffers: 0
  cts_max_level: 1
  clock-root-buffer: "clkbuf_8"
  clkTransAtPathRegs_ns: 0.05
  clk_latency_ns: 0.24
  cts_resized: 0
floorplanning:
  boundaryPins: 8
  core_um2: 6280
  dieArea_um2: 10000
  core_util_floorplan: 0.115
  die-width_um: 100
  die_y_um: 100
  num_rows: 29
power_and_ir_drop:
  p_leak_nw: 0.359
  p_per_area_nw_per_um2: 567
  ir_drop_mv: 0.167
place:
  dp_hpwl_um: 819
  port_buffers: 3
  dpl-instance-area_um2: 823
  dp.cells: 149
  pre_cts_ws_ns: 0.474
  routabilityCongestion: 0.725
critical_path:
  crit_type: "reg -> reg"
  cp.required_ns: 2.33
  crit_fanout: 10
  endpoint_kind: "flop"
  start_kind: "flop"
  cp.arrival_ns: 1.86
global_route:
  antenna_found_initial: 0
  overflow: 0
  grt_pass1_wl_um: 1990
  grt_max_degree: 15
  grt_pass1_vias: 438
  track_usage: 0.0231
drt:
  wl_per_cell_um: 7.26
  drtAntennaViolNets: 0
  dr.pass1.iters: 3
  antenna_cells: 0
  drt_iter0_drc: 24
  via_count: 440
  drc: 0
  wirelength_um: 1100
  via_per_inst: 2.89
final_timing:
  fin_setup_tns_ns: 0
  finalCritPeriodShare: 0.788
  slew_viol_final: 0
  final.setup.worst_slack_ns: 0.465
  worst_pin_slew_ns: 0.533
  hold_viol: 0
  fmax_mhz: 577
  fin_skew_ns: 0.00396
  period_needed_ns: 1.73
  slew_headroom: 0.644
  finalSetupViolCount: 0
  rsz0062_at_grt: "false"
finish:
  fill_cells: 704
  most-common-layout-cells: "dfrtp_1 (14), nor2_1 (11), xnor2_1 (6), inv_1 (5), nand2_1 (5)"
  combGateArea_um2: 328
  regArea_um2: 350
  instances_no_fill: 152
  final_area_um2: 865
  lay_top_count: "dfrtp_1"
  area_delta_synth_final_pct: 19.6
  drive_gt1_frac: 0.107
worst_hold_path:
  holdCritPathClass: "reg -> reg"
job:
  warnings: 29
  max_cap_viol_count: 0
outcome:
  run_status: "complete, no violations"
## worst max-delay path, cell delays in order, from the launching register on
cell and delay [ns]:
dfrtp_1 0.38, ha_1 0.26, nand3_1 0.11, o21ai_2 0.30, nand2b_1 0.38, o21ba_1 0.20
## worst paths after layout
check / start / endpoint / slack, ns / cells after the start
setup / recovery: clk_cnt_2[0] / clk_cnt_2[9] / 0.47 / 5
hold / removal: clk_cnt_2[0] / clk_cnt_2[0] / 0.48 / 1
hold reg to reg: clk_cnt_2[0] / clk_cnt_2[0] / 0.48 / 1
setup reg to reg: clk_cnt_2[0] / clk_cnt_2[9] / 0.47 / 5
min in group asynchronous: sys_reset / period_cnt[0] / 0.55 / 2
max in group asynchronous: sys_reset / period_cnt[1] / 1.29 / 2
## registers in the layout (all words and copies together) (netlist names)
register / flops
clk_cnt_2: 10
period_cnt: 3
tx_enable: 1
## Yosys cell counts, drive strengths merged, types with 2 or more instances
| library cell | n | area [um2] |
|---|---|---|
| dfrtp | 14 | 350 |
| nor2 | 11 | 41.3 |
| xnor2 | 6 | 52.6 |
| inv | 5 | 18.8 |
| nand2 | 5 | 18.8 |
| ha | 4 | 50.1 |
| nand3 | 4 | 25.0 |
| and3 | 3 | 21.3 |
| buf | 3 | 26.3 |
| conb | 2 | 7.51 |
| nor3 | 2 | 10.0 |
| o21ai | 2 | 13.8 |
| xor2 | 2 | 17.5 |
## cell type report
class,instances,share of cell area
Sequential cell,14,0.405
Tap cell,77,0.111
Inverter,5,0.0217
Timing Repair Buffer,3,0.0347
Multi-Input combinational cell,50,0.379
Clock buffer,3,0.0478
## logic make-up (layout without fill, tap and decap cells)
| family | count (synthesis) | in the layout | synth area share |
|---|---|---|---|
| simple gates | 29 | 29 | 0.196 |
| buf+inv | 8 | 11 | 0.0623 |
| fa+ha+maj | 4 | 4 | 0.0692 |
| other cells | 2 | 2 | 0.0104 |
| xor+xnor | 8 | 8 | 0.0969 |
| flops | 14 | 14 | 0.484 |
| mux | 1 | 1 | 0.0138 |
| compound gates | 6 | 6 | 0.0675 |
## metal layers
metal | wire length (um) | share of wire | GRT usage
met5 | 0 | 0 | 0
met4 | 40 | 0.036 | 0.00652
met3 | 43 | 0.039 | 0.00694
met2 | 455 | 0.41 | 0.0319
met1 | 564 | 0.51 | 0.0341
## metrics by stage
step / util / hold slack [ns] / total power [W]
2_1_floorplan: - / 0.329 / 0.000289
5_1_grt: 0.138 / 0.516 / 0.000515
3_3_place_gp: 0.131 / 0.472 / 0.000295
3_5_place_dp: 0.131 / 0.484 / 0.000295
4_1_cts: 0.138 / 0.490 / 0.000503
6_report: 0.138 / 0.483 / 0.000490
## report_power, final
part	switching, W	internal [W]
Clock	0.0000800	0.000121
Sequential	0.00000449	0.000262
Combinational	0.0000139	0.00000856
Power and IR drop assume default switching activity.
