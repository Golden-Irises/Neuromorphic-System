File: flow/run.sh
#!/bin/bash
# OpenROAD 26Q1-2900-gdf79404cd8, Yosys 0.63+post, stock flow scripts
make -C /OpenROAD-flow-scripts/flow DESIGN_CONFIG=/design/flow/config.mk WORK_HOME=/design/flow/orfs finish
File: flow/config.mk
export PLATFORM = sky130hd
export DESIGN_NAME = uart_tx
export DESIGN_NICKNAME = uart_tx
export VERILOG_FILES = /design/flow/design.v
export SDC_FILE = /design/flow/constraint.sdc
export NUM_CORES = 4
export LEC_CHECK = 1
export CORE_UTILIZATION = 30
File: flow/constraint.sdc
current_design uart_tx

set clk_period 4.4
set clk_io_pct 0.2

create_clock -name clk0 -period $clk_period [get_ports {sys_clk}]

set non_clock_inputs [all_inputs -no_clocks]
set_input_delay [expr $clk_period * $clk_io_pct] -clock clk0 $non_clock_inputs
set_output_delay [expr $clk_period * $clk_io_pct] -clock clk0 [all_outputs]
File: flow/design.v
module uart_tx (
    input            sys_clk, sys_reset,       
    input            uart_start,               
    input            in1, in2, in3, in4, in5, in6, in7, in8, in9, in10, in11, in12, in13, in14, in15, in16, in17, in18,         
    output reg       uart_txd                  
);
reg        tx_state;
reg        tx_enable;
reg[17:0]  data_origin;                                   
reg[5:0]   tx_data;                                       
reg[2:0]   bit_cnt;
reg[15:0]  clk_cnt_1;
reg[15:0]  clk_cnt_2;
reg[4:0]   period_cnt;                                    
always@(posedge sys_clk or negedge sys_reset) begin       
    if(!sys_reset)begin
      data_origin <= 18'b 000000000000000000;
    end
    else if(tx_enable)begin
      data_origin[0]  <= in1;
      data_origin[1]  <= in2;
      data_origin[2]  <= in3;
      data_origin[3]  <= in4;
      data_origin[4]  <= in5;
      data_origin[5]  <= in6;
      data_origin[6]  <= in7;
      data_origin[7]  <= in8;
      data_origin[8]  <= in9;
      data_origin[9]  <= in10;
      data_origin[10] <= in11;
      data_origin[11] <= in12;
      data_origin[12] <= in13;
      data_origin[13] <= in14;
      data_origin[14] <= in15;
      data_origin[15] <= in16;
      data_origin[16] <= in17;
      data_origin[17] <= in18;
    end
    else begin
      data_origin <= data_origin;
    end
end
always@(posedge sys_clk or negedge sys_reset) begin       
    if(!sys_reset)begin
      period_cnt <= 5'b 00000;
      tx_enable  <= 1'b 0;
      clk_cnt_2  <= 16'b 0000000000000000;
    end
    else if(uart_start == 1'b 1)begin
      if(clk_cnt_2 < 16'b 101000101100000)begin
        if(period_cnt == 5'b 00000)begin
          tx_enable <= 1'b 1;
          period_cnt <= period_cnt;
          clk_cnt_2  <= clk_cnt_2 + 16'b 0000000000000001;
        end
        else if(period_cnt == 5'b 00001)begin
          tx_enable <= 1'b 0;
          clk_cnt_2  <= clk_cnt_2 + 16'b 0000000000000001;
          period_cnt <= period_cnt;
        end
        else begin
          clk_cnt_2  <= clk_cnt_2 + 16'b 0000000000000001;
          period_cnt <= period_cnt;
        end
      end
      else begin
        clk_cnt_2  <= 16'b 0000000000000000;
        period_cnt <= period_cnt + 5'b 00001;
      end
    end
    else begin
      tx_enable  <= 1'b 0;
      clk_cnt_2  <= 16'b 0000000000000000;
      period_cnt <= 5'b 00000;
    end
end
always@(posedge sys_clk or negedge sys_reset) begin       
    if(!sys_reset)begin
      tx_state <= 1'b 0;
    end
    else if(tx_enable)begin
      tx_state <= 1'b 1;
    end
    else if((period_cnt == 5'b 10111) && (bit_cnt == 3'b 111) && (clk_cnt_2 == 16'b 101000101100000))begin
      tx_state <= 1'b 0;
    end
    else begin
      tx_state <= tx_state;
    end
end
always@(posedge sys_clk or negedge sys_reset)begin        
  if(!sys_reset)begin
    tx_data <= 6'b 000000;
  end
  else if((period_cnt == 5'b 00000) && tx_state)begin
    tx_data <= data_origin[5:0];
  end
  else if((period_cnt == 5'b 01000) && tx_state)begin
    tx_data <= data_origin[11:6];
  end
  else if((period_cnt == 5'b 10000) && tx_state)begin
    tx_data <= data_origin[17:12];
  end
  else begin
    tx_data <= tx_data;
  end
end
always@(posedge sys_clk or negedge sys_reset) begin       
    if(!sys_reset)begin
      bit_cnt <= 3'b 000;
      clk_cnt_1 <= 16'b 0000000000000000;
    end
    else if(tx_state)begin                                
      if(clk_cnt_1 < 16'b 101000101100000)begin           
        clk_cnt_1 <= clk_cnt_1 + 16'b 0000000000000001;
        bit_cnt <= bit_cnt;
      end
      else begin                                          
        clk_cnt_1 <= 16'b 0000000000000000;
        bit_cnt <= bit_cnt + 3'b 001;
      end
    end
    else begin
      bit_cnt <= 3'b 000;
      clk_cnt_1 <= 16'b 0000000000000000;
    end
end
always@(posedge sys_clk or negedge sys_reset) begin       
    if(!sys_reset)begin
      uart_txd <= 1'b 1;
    end
    else if(tx_state)begin
      if(clk_cnt_1 == 16'b 0000000000000001)begin
        case(bit_cnt)
          3'b 000: uart_txd <= 1'b 0;                     
          3'b 001: uart_txd <= tx_data[0];
          3'b 010: uart_txd <= tx_data[1];
          3'b 011: uart_txd <= tx_data[2];
          3'b 100: uart_txd <= tx_data[3];
          3'b 101: uart_txd <= tx_data[4];
          3'b 110: uart_txd <= tx_data[5];
          3'b 111: uart_txd <= 1'b 1;                     
          default: uart_txd <= 1'b 0;  
        endcase
      end
      else begin
        uart_txd <= uart_txd;
      end
    end
    else begin
      uart_txd <= uart_txd;
    end
end
endmodule
==> results.txt <==
Implementation summary

Of the post-synthesis cell area, the part taken by muxes is under 10%. The mean area per synthesized cell is 10.4 um2. The power report attributes to the sequential group a share of 51.1%. TritonCTS created 9 clock buffers. The delay of the slowest cell on the worst path is between 500 and 600 ps.

Setup repair after global routing left no endpoint under its margin. The source of the worst register-to-register timing path is clk_cnt_1[13]$_DFF_PN0_. Global routing used 11.7% of the available tracks. Per the final layout report, the fraction of cells sized above drive strength 1 comes to ~12%.

The clock root buffer master is clkbuf_8. Global routing finished with a remaining overflow of 0. Prior to clock tree synthesis, the placed netlist has a worst setup slack of 1920 ps. The class of the tightest hold or removal check is in2async. The clock tree synthesis step divided the H-tree into 3 levels.

The flip-flop and latch count after synthesis is around 67. In this run the tightest slew margin relative to its limit is 47.6%. The number of buffers inserted by port buffering is 21. The height of the chip is 107 um.

The total number of placement rows is 38. The element type at the critical path end is an output port. The total negative slack for setup checks is 0 ps. The number of setup buffers added after CTS is 0. Per the gpl log, the routability congestion estimate is 0.824. Summing all non-filler instances in the final layout gives an area of 3880 um2.

The share of the Yosys chip area taken by registers is 50.6%. The cell-internal power is 1.11 mW. The initial core utilization is 30.7%. Per STA, the worst path accumulates the most delay in the family flip-flops. The maximum resistive drop on vdd is 0.199 mV. The worst path buffer plus inverter count is 1. The placed cell area is 3680 um2. The final-report setup violation count is 0. The compound-cell area share of the yosys netlist is about a tenth. The post-cts sizing count is 0. The final wirelength is 5880 um. The final route contains 2,375 vias.

For the finished layout, the period the worst path requires is 2200 ps. The data arrival time at the worst-slack endpoint is 1320 ps. For reference, XOR and XNOR gates occupy under 10% of the area reported after synthesis. The number of detailed-route iterations in the first pass is 4.

The post-synthesis instance area is roughly 3300 um2. The clock-pin slew on the worst setup and hold paths is 80 ps. Per the post-route antenna check, the number of violating nets is 0. The report lists the power per cell area as 392 nW/um2. The count of warning messages emitted by the tools is 33. Per the detail_route report, DRC violations left total 0.

Derived from the worst setup path, the maximum achievable clock frequency is about 450 MHz. The warning tally printed by Yosys for this design is 1. The average wire length per cell after detail routing is between 10 and 15 um. Looking at the power breakdown, the clock network takes between 30% and 40% of the total.

The post-synthesis async set-or-reset flop share is 100%. Post-synth the commonest register cell is dfrtp_1. The count of pins on the block boundary is 22.

The count of distinct cell types in the synthesized netlist is 44. Between clock sinks in the finished design, the worst skew comes to 11.3 ps. The leakage component of the power was reported as roughly 1.6 nW.

The standard cell core area is 10,800 um2. The largest fanout on the critical path is 2. The critical setup path kind is reg2out. In this run the register-to-register setup slack is about 2500 ps. Counting cells, the worst reg-to-reg path comes to 4. Of the total power, the share spent switching nets is between 20% and 30%. The post-synthesis to final-layout area growth is 17.0%. The number of hold buffers added after CTS is 0. The number of sinks driven by the clock tree is 67. The cell sequence reported for the critical path is clkdlybuf4s50_1.

The number of antenna violations at the first check in global routing came to 0. The cell count in the Yosys report is 320. After synthesis, the largest family of logic cells by area is simple AND/OR/NAND/NOR gates. The area fraction in full adders, half adders and majority gates is under 10%. The run finished with clean final reports. The required time at the worst endpoint is listed as 3520 ps. The number of global-route vias before repair is 2,406. Entering global routing, the biggest net connects 53 pins. The die outline width is 107 um. The max-slew violation count is 0. In this run, synthesis inferred 0 flip-flops with an integrated enable.

Synthesis produced a netlist whose cell count is about 320. The clock tree from TritonCTS is yes. The number of DRC markers after the initial detailed-route iteration is 169.

The latest clock arrival within the worst-skew pair is 340 ps. The count of endpoints failing hold in the final timing report is 0. The maximum clock path buffer count is 2. The capture instance of the worst register-to-register path is clk_cnt_1[0]$_DFF_PN0_.

The power dissipated by switching net loads is 0.415 mW. The library cell used most frequently in the layout, excluding fill and tap cells, is dfrtp_1. The stat command in Yosys gives a chip area of 3320 um2.

The first global-routing pass estimated approximately 11,000 um of wire. The critical path in the final layout is reported with a setup slack of 2200 ps. The die outline area is 11,500 um2. The slowest stage of the critical path belongs to the cell dfstp_2. The area share of and/or/nand/nor cells after synthesis is a little under a fifth.

The total half-perimeter wirelength after legalization and detailed placement is slightly above 4000 um. Per the cell usage report, the commonest logic cells after layout are dfrtp_1 (66), nor2_1 (33), nand2_1 (23). Per report_power, the combinational group accounts for 15.6% of the total. The average vias per placed instance is 4.83.

The slew at the pin closest to its max-slew limit is 785 ps. Across the run, the number of max-cap violations was 0. STA classifies the critical path startpoint as a flip-flop. The number of antenna repair diodes is 0.

The launch point of the critical path is uart_txd$_DFFE_PN1P_. The final timing summary puts the cycle share of the worst path at 50.1%.
## state kept, by name (all words and copies together), names as in the netlist
name	cells
data_origin	18
clk_cnt_1	16
clk_cnt_2	16
tx_data	6
period_cnt	5
bit_cnt	3
tx_enable	1
tx_state	1
uart_txd	1
## Yosys cell counts, types with 5 or more instances
| library cell | instances | area, um2 |
|---|---|---|
| dfrtp_1 | 66 | 1650 |
| nor2_1 | 33 | 124 |
| nand2_1 | 23 | 86.3 |
| xnor2_1 | 19 | 166 |
| mux2_2 | 18 | 203 |
| o21ai_0 | 18 | 90.1 |
| inv_1 | 15 | 56.3 |
| nand3_1 | 15 | 75.1 |
| ha_1 | 13 | 163 |
| nor3_1 | 12 | 60.1 |
| nor4_1 | 9 | 56.3 |
| and3_1 | 8 | 50.1 |
| a211oi_1 | 7 | 52.6 |
| a21oi_1 | 7 | 35.0 |
| clkbuf_1 | 6 | 22.5 |
| nand4_1 | 5 | 31.3 |
| xor2_1 | 5 | 43.8 |
## cells by family after synthesis
| logic type | after synthesis |
|---|---|
| other | 1 |
| DFF | 67 |
| adders and majority gates | 13 |
| muxes | 21 |
| xor gates and xnor gates | 24 |
| AOI/OAI and AO/OA | 47 |
| buffers and inverters | 22 |
| and+or+nand+nor | 125 |
## layout make-up
type                    count  area, um2
multi-input cells         232       1560
clock inverters             7       76.3
inverters                  15       56.3
clock buffers               9        124
repair buffers             22        213
well taps                 140        175
flip-flops and latches     67       1680
fillers                  1043       6910
## through the flow
step / hold WS (ps) / std cells / utilization [%] / power (mW)
floorplan: 449 / 321 / - / 0.939
global route: 463 / 492 / 36.0 / 1.62
CTS: 444 / 492 / 36.0 / 1.55
global placement: 470 / 476 / 34.1 / 1.02
detailed placement: 477 / 476 / 34.1 / 1.03
finish: 450 / 492 / 36.0 / 1.52
## routing by layer
layer	up-vias	wire [um]	track usage (%)
li1	1186	-	-
met1	1138	2950	17.1
met2	42	2670	19.1
met3	9	176	1.86
met4	0	91	1.96
met5	-	0	0
## worst max path at each step
stage	end	cells past startpoint
CTS	uart_txd	1
global route	uart_txd	1
finish	uart_txd	1
## power groups by stage
stage                 Combinational (mW)  Sequential [mW]  Clock [mW]
after global routing               0.277            0.791       0.554
final                              0.237            0.777       0.508
after CTS                          0.242            0.779       0.526
No activity file was given, so power comes from the tool's default toggle rates.
